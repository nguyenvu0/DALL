--- ./design.v ---
module cpu_top(
    input clk,            
    input reset_btn,      
    output [3:0] pc_led   
);
    reg [26:0] clk_counter = 0;
    reg slow_clk = 0;
    always @(posedge clk) begin
        if (clk_counter == 27'd31_250_000) begin
            clk_counter <= 0;
            slow_clk <= ~slow_clk;
        end else begin
            clk_counter <= clk_counter + 1;
        end
    end
    reg [15:0] pc = 0;
    reg [15:0] instr_mem [0:15];
    initial begin
        instr_mem[0] = 16'h3040;   
        instr_mem[1] = 16'h3049;   
        instr_mem[2] = 16'h308F;   
        instr_mem[3] = 16'h129C;   
        instr_mem[4] = 16'h56FE;   
        instr_mem[5] = 16'hFFFF;   
        instr_mem[6] = 16'h0000;
        instr_mem[7] = 16'h0000;
        instr_mem[8] = 16'h0000;
        instr_mem[9] = 16'h0000;
        instr_mem[10] = 16'h0000;
        instr_mem[11] = 16'h0000;
        instr_mem[12] = 16'h0000;
        instr_mem[13] = 16'h0000;
        instr_mem[14] = 16'h0000;
        instr_mem[15] = 16'h0000;
    end
    reg [15:0] regs [0:7];
    integer i;
    initial begin
        for (i = 0; i < 8; i = i + 1) begin
            regs[i] = 16'h0000;
        end
    end
    wire [3:0] pc_index = pc[4:1];
    wire [15:0] instruction = instr_mem[pc_index];
    wire [3:0] opcode = instruction[15:12];
    wire [2:0] rs = instruction[11:9];
    wire [2:0] rt = instruction[8:6];
    wire [2:0] rd = instruction[5:3];
    wire [5:0] imm = instruction[5:0];
    wire signed [15:0] imm_ext = {{10{imm[5]}}, imm};
    wire is_halt = (instruction == 16'hFFFF);
    reg halted = 0;
    wire reset = 1'b0;   
    always @(posedge slow_clk) begin
        if (reset) begin
            pc <= 0;
            halted <= 0;
            for (i = 0; i < 8; i = i + 1) begin
                regs[i] <= 16'h0000;
            end
        end else if (!halted) begin
            if (is_halt) begin
                halted <= 1;
            end else begin
                case (opcode)
                    4'b0011: begin   
                        regs[rt] <= regs[rs] + imm_ext;
                        pc <= pc + 2;
                    end
                    4'b0001: begin   
                        case (instruction[2:0])
                            3'b100: begin   
                                regs[rd] <= ($signed(regs[rs]) < $signed(regs[rt])) ? 16'h0001 : 16'h0000;
                                pc <= pc + 2;
                            end
                            default: pc <= pc + 2;
                        endcase
                    end
                    4'b0101: begin   
                        if (regs[rs] != regs[rt]) begin
                            pc <= pc + 2 + (imm_ext << 1);
                        end else begin
                            pc <= pc + 2;
                        end
                    end
                    default: pc <= pc + 2;
                endcase
            end
        end
    end
    assign pc_led = pc[3:0];
endmodule
--- ./run.sh ---
#!/bin/bash
# OpenROAD 26Q1-2900-gdf79404cd8, Yosys 0.63+post, stock flow scripts
make -C /OpenROAD-flow-scripts/flow DESIGN_CONFIG=/design/flow/config.mk WORK_HOME=/design/flow/orfs finish
--- ./config.mk ---
export PLATFORM = sky130hd
export DESIGN_NAME = cpu_top
export DESIGN_NICKNAME = cpu_top
export VERILOG_FILES = /design/flow/design.v
export SDC_FILE = /design/flow/constraint.sdc
export NUM_CORES = 4
export LEC_CHECK = 1
export CORE_UTILIZATION = 40
--- ./constraint.sdc ---
current_design cpu_top

set clk_period 5.8
set clk_io_pct 0.2

create_clock -name clk0 -period $clk_period [get_ports {clk}]

set non_clock_inputs [all_inputs -no_clocks]
set_input_delay [expr $clk_period * $clk_io_pct] -clock clk0 $non_clock_inputs
set_output_delay [expr $clk_period * $clk_io_pct] -clock clk0 [all_outputs]
==> CHANGELOG.md <==
### Metrics

* Pin slew with the least headroom to its limit at ~1.1 ns
* Endpoints left unconstrained at 204
* CP max FO at 10
* Count of library flops with an enable pin at approximately 130
* Arrival time at the worst endpoint at between 2 and 3 ns
* Max_cap viols at 0
* RSZ-0062 raised after global routing: false
* Hold Startpoint: clk_counter[26]
* Top FF cell, synth: edfxtp_1
* Relative slew slack at between 20 and 30%
* Setup Buffers After CTS at 0
* Delay-heaviest family, CP: simple AND/OR/NAND/NOR gates
* Worst Path Buf+Inv at 2
* Synth cell types at around 58
* Register pins left without a clock at between 100 and 150
* Worst hold path class: flop to flop
* Area growth syn-to-layout at 6.92%
* # DRC at 0
* Num CTS Buffers at 3
* Total negative slack at 0 ns
* Status: completed
* I/O pins at 6
* Comb area leader: simple AND/OR/NAND/NOR gates
* Largest net degree at the start of global routing at 76
* Synthesized area at 9050 µm²
* Post-cts resize count at 0
* Sequential element share of the synthesized area at 50.3%
* First-pass GRT wire length at around 32,000 µm
* Pwr Density at 40.5 nW/µm²
* CP Cell Sequence: inv_1, ha_1, nor4bb_1, nand4_1, nor4_2, buf_4, o21ai_0, nand2_1, o21ai_0
* Crit Path Category: flop to flop
* Post-synth regs at about 160
* Share of layout cells above drive strength 1 at roughly 5.7%
* Final WS setup at approximately 3.4 ns
* Post-DRT Antenna Nets at 0
* Largest stage delay, worst path at 0.71 ns
* Via-per-instance ratio at ~5.4
* Xor+xnor area frac at about 3.8%
* Leakage at around 3.5 nW
* Initial antenna violation count at 0
* Core Rows at about 54
* Syn. warnings at 1
* Max Freq at 423 MHz
* Critical path startpoint: clk_counter[0]
* Clk latency late pin at between 0.2 and 0.3 ns
* Mux cell area share at roughly 4.3%
* Total GRT Usage at 18.1%
* Setup crit end kind: flop
* Ys async rst share at 0%
* CP most frequent cell: o21ai_0
* Total number of vias at between 6k and 7k
* AO/OA Area Share at between 10% and 20%
* Final min period at between 2 and 2.5 ns
* Yosys Instances at between 800 and 900
* Mapped Cells at 878
* ANT cells at 0
* Number of buffers added on ports at 3
* FP Core Util at 41.1%
* DP Wirelength at about 13,000 µm
* CTS Buffer Depth at 2
* Die width at roughly 150 µm
* And+or+nand+nor area frac at 20.1%
* TritonCTS clock tree: yes
* Pins Over Slew Limit at 0
* Req. time, crit path at 5.95 ns
* Iteration count of the initial detailed-routing pass at 23
* 1st-iter DRT viols at 354
* Vias in the first global route at 6,317
* Placeable Area at ~22,000 µm²
* Total design power at 0.000392 W
* Crit path launch type: flop
* Clock skew at approximately 0.0050 ns
* DIE HEIGHT at ~150 µm
* Placer Congestion at between 0.8 and 0.9
* Htree depth at 1
* Max VDD drop at a little under 0.00009 V
* Total die size at between 20,000 and 25,000 µm²
* Post-place setup slack at ~3.4 ns
* Wire length per cell at about 16 µm
* Hold Slack at approximately 0.46 ns
* Final Hold Viols at 0
* Total congestion overflow at 0
* Crit share post-route at about two fifths
* WL final at around 19,000 µm
* Post-Synth Adder-Cell Area at 6.52%
* Count of hold-fix buffers inserted at cts at 0
* FF-to-FF Start: clk_counter[0]
* Crit-path slowest cell: nor4_2
* Clk slew on worst S/H paths at about 0.070 ns
* Root Driver: clkbuf_16
* Yosys Chip Area at between 9000 and 10,000 µm²
* Final design utilization at about 44%
* # setup viols final at 0
* Mapped Avg Cell Area at approximately 10 µm²
* OpenROAD warnings at 33
==> routing by layer <==
metal,vias to the layer above,routed length [µm],track usage [%]
met3,8,1010,3.97
met4,0,100,1.54
li1,3225,-,-
met5,-,0,0
met1,3083,9360,28.5
met2,146,8860,28.4
==> final timing paths <==
path         slack, ns  cells after the start               to
max               3.44                      9  clk_counter[20]
min               0.46                      1  clk_counter[26]
max reg2reg       3.44                      9  clk_counter[20]
min reg2reg       0.46                      1  clk_counter[26]
==> power breakdown <==
part	total [W]	internal, W	leakage [nW]	switching [W]
Sequential	0.000199	0.000199	1.45	0
Clock	0.000186	0.000120	0.0493	0.0000655
Combinational	0.00000693	0	2.03	0.00000693
Total	0.000392	0.000320	3.53	0.0000724
==> cell type report <==
class	count	area [µm²]
Inverter	18	72.6
Tap cell	280	350
Fill cell	2076	12300
Clock buffer	4	100
Multi-Input combinational cell	709	4420
Timing Repair Buffer	23	180
Sequential cell	161	4550
==> cell families (layout without fill, tap and decap cells) <==
group,Yosys count,after routing
multiplexers,21,21
AND-OR/OR-AND,153,153
flip-flops,161,161
buffers and inverters,72,45
XOR/XNOR,39,39
other,1,65
adder cells (fa/ha/maj),46,46
AND/OR/NAND/NOR,385,385
==> through the flow <==
step	cell area, µm²	instances
final	9680	1195
after floorplan	9290	942
after detailed placement	9580	1191
after global routing	9680	1195
after global placement	9580	1191
after CTS	9680	1195
==> cell usage after synthesis (5+ instances only) <==
library cell / number / area [µm²]
nor2_1: 63 / 236
mux2i_1: 5 / 50.1
o21ai_0: 25 / 125
clkbuf_1: 37 / 139
a31oi_1: 32 / 200
a21oi_1: 22 / 110
nand2_1: 156 / 586
a21o_1: 14 / 105
a211oi_1: 37 / 278
xor2_1: 15 / 131
nor3b_1: 33 / 248
mux4_2: 13 / 293
ha_1: 44 / 551
nor2b_1: 7 / 43.8
buf_2: 6 / 30.0
nand3_1: 60 / 300
inv_1: 17 / 63.8
nand2b_1: 8 / 50.1
nor3_1: 25 / 125
dfxtp_1: 28 / 561
xnor2_1: 24 / 210
edfxtp_1: 133 / 3990
and2_1: 5 / 31.3
nand4_1: 10 / 62.6
==> registers in the layout (all words and copies together), names as in the netlist <==
name and count:
slow_clk 1, pc 4, clk_counter 27, regs 128, halted 1
==> layout by cell type (no fill, tap or decap), types with 3 or more instances in the layout <==
cell type and count:
clkbuf_16 4, xor2_1 15, nand2b_1 7, nand3_1 60, buf_4 20, dfxtp_1 28, edfxtp_1 133, and2_1 5
o21ai_0 25, a31oi_1 32, a221oi_1 4, nor2b_1 7, nand4_1 10, o21a_1 4, ha_1 44, or3_1 3
and3_1 3, mux2i_1 5, nor3b_1 33, inv_1 17, a21oi_1 22, a21o_1 14, nor3_1 24, xnor2_1 24
nor4_1 4, nor2_1 60, clkdlybuf4s50_1 3, mux4_2 13, a211oi_1 37, conb_1 65, nand2_1 156
No activity file was given, so power comes from the tool's default toggle rates.
