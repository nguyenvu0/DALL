==> design.v <==
module SpecialRegisters(
    input        clk,
    input        reset,
    input        write_hi,
    input        write_lo,
    input        write_ra,
    input        write_at,
    input  [15:0] hi_i,
    input  [15:0] lo_i,
    input  [15:0] ra_i,
    input  [15:0] at_i,
    output [15:0] hi_o,
    output [15:0] lo_o,
    output [15:0] ra_o,
    output [15:0] at_o
);
    reg [15:0] hi_q;
    reg [15:0] lo_q;
    reg [15:0] ra_q;
    reg [15:0] at_q;
    always @(posedge clk or posedge reset) begin
        if (reset) begin
            hi_q <= 16'b0;
            lo_q <= 16'b0;
            ra_q <= 16'b0;
            at_q <= 16'b0;
        end else begin
            if (write_hi) hi_q <= hi_i;
            if (write_lo) lo_q <= lo_i;
            if (write_ra) ra_q <= ra_i;
            if (write_at) at_q <= at_i;
        end
    end
    assign hi_o = hi_q;
    assign lo_o = lo_q;
    assign ra_o = ra_q;
    assign at_o = at_q;
endmodule
==> run.sh <==
#!/bin/bash
# OpenROAD 26Q1-2900-gdf79404cd8, Yosys 0.63+post, stock flow scripts
make -C /OpenROAD-flow-scripts/flow DESIGN_CONFIG=/design/flow/config.mk WORK_HOME=/design/flow/orfs finish
==> config.mk <==
export PLATFORM = sky130hd
export DESIGN_NAME = SpecialRegisters
export DESIGN_NICKNAME = SpecialRegisters
export VERILOG_FILES = /design/flow/design.v
export SDC_FILE = /design/flow/constraint.sdc
export NUM_CORES = 4
export LEC_CHECK = 1
export CORE_UTILIZATION = 50
==> constraint.sdc <==
current_design SpecialRegisters

set clk_period 1.5
set clk_io_pct 0.2

create_clock -name clk0 -period $clk_period [get_ports {clk}]

set non_clock_inputs [all_inputs -no_clocks]
set_input_delay [expr $clk_period * $clk_io_pct] -clock clk0 $non_clock_inputs
set_output_delay [expr $clk_period * $clk_io_pct] -clock clk0 [all_outputs]
==> results.sh <==
# flow metrics
export IMPL_fp_util_pct=53.65
export IMPL_status="aborted with a tool error"
export IMPL_common_cells="64 x dfrtp_1, 40 x mux2_4, 24 x mux2_2"
export IMPL_synth_area_leader_cell="dfrtp_1"
export IMPL_num_rows=25
export IMPL_synthArstFlopShare_pct=100.0
export IMPL_topCellsByArea="dfrtp_1 62%, mux2_4 23%, mux2_2 10%, buf_12 3.1%, buf_6 1.7%"
export IMPL_syn_inst=137
export IMPL_synth_seq_share_pct=61.57
export IMPL_ys_types=6
export IMPL_ios=134
export IMPL_netlist_area_um2=2601
export IMPL_synth_top_cell_area_share_pct=61.57
export IMPL_synthFlopType="dfrtp_1"
export IMPL_yosysMostFrequentCell="dfrtp_1"
export IMPL_die_height_um=74.13
export IMPL_avgSynthCellArea_um2=18.99
export IMPL_yosys_warnings=1
export IMPL_gp_congestion=0.8058
export IMPL_error_line="[ERROR DPL-0036] Detailed placement failed."
export IMPL_stop_stage="detailed placement"
export IMPL_synth_edff_count=0
export IMPL_numPortBuffers=133
export IMPL_ys_ff=64
export IMPL_chipWidth_um=74.13
export IMPL_ys_cells=137
export IMPL_ys_area_um2=2601
## through the flow
stage / cell area [um^2] / worst slack, ns
3_3_place_gp: 4003 / 0.05182
2_1_floorplan: 2605 / 0.5139
## cell families after synthesis
kind of cell,share of synthesized area (%)
buf+inv,4.954
flops,61.57
mux,33.48
